==> design.v <==
`timescale 1ns / 1ps
module decoder7Seg(
    input       wire        [3 : 0]     i_hex_value,
    output      wire        [7 : 0]     o_fnd_value
);
    reg [7 : 0] r_fnd_value;
    always @(i_hex_value)begin
        case(i_hex_value)
            4'h0    : r_fnd_value = 8'b0000_0011;   
            4'h1    : r_fnd_value = 8'b1001_1111;   
            4'h2    : r_fnd_value = 8'b0010_0101;   
            4'h3    : r_fnd_value = 8'b0000_1101;   
            4'h4    : r_fnd_value = 8'b1001_1001;   
            4'h5    : r_fnd_value = 8'b0100_1001;   
            4'h6    : r_fnd_value = 8'b0100_0001;   
            4'h7    : r_fnd_value = 8'b0001_1111;   
            4'h8    : r_fnd_value = 8'b0000_0001;   
            4'h9    : r_fnd_value = 8'b0001_1001;   
            4'hA    : r_fnd_value = 8'b0001_0001;   
            4'hB    : r_fnd_value = 8'b1100_0001;   
            4'hC    : r_fnd_value = 8'b0110_0011;   
            4'hD    : r_fnd_value = 8'b1000_0101;   
            4'hE    : r_fnd_value = 8'b0110_0001;   
            4'hF    : r_fnd_value = 8'b0111_0001;   
            default : r_fnd_value = 8'b1111_1101;   
        endcase
    end
    assign o_fnd_value = r_fnd_value;
endmodule
module decoder_7seg(
    input       wire        [3 : 0]     i_hex_value,
    output      wire        [7 : 0]     o_fnd_value
);
    reg [7 : 0] r_fnd_value;
    always @(i_hex_value)begin
        case(i_hex_value)
            4'h0    : r_fnd_value = 8'b0000_0011;   
            4'h1    : r_fnd_value = 8'b1001_1111;   
            4'h2    : r_fnd_value = 8'b0010_0101;   
            4'h3    : r_fnd_value = 8'b0000_1101;   
            4'h4    : r_fnd_value = 8'b1001_1001;   
            4'h5    : r_fnd_value = 8'b0100_1001;   
            4'h6    : r_fnd_value = 8'b0100_0001;   
            4'h7    : r_fnd_value = 8'b0001_1111;   
            4'h8    : r_fnd_value = 8'b0000_0001;   
            4'h9    : r_fnd_value = 8'b0001_1001;   
            4'hA    : r_fnd_value = 8'b0001_0001;   
            4'hB    : r_fnd_value = 8'b1100_0001;   
            4'hC    : r_fnd_value = 8'b0110_0011;   
            4'hD    : r_fnd_value = 8'b1000_0101;   
            4'hE    : r_fnd_value = 8'b0110_0001;   
            4'hF    : r_fnd_value = 8'b0111_0001;   
            default : r_fnd_value = 8'b1111_1101;   
        endcase
    end
    assign o_fnd_value = r_fnd_value;
endmodule
module bin2Dec(
        input       wire        [11 : 0]        i_bin,
        output      wire        [15 : 0]        o_bcd
    );
    reg [3 : 0] i;
    reg [15 : 0] r_bcd;
    always @(*) begin
        r_bcd = 0;
        for (i = 0; i < 12; i = i + 1)begin
            r_bcd = {r_bcd[14:0], i_bin[11-i]};
            if(i < 11 && r_bcd[3:0] > 4)    r_bcd[3:0]      =   r_bcd[3:0]   + 3;
            if(i < 11 && r_bcd[7:4] > 4)    r_bcd[7:4]      =   r_bcd[7:4]   + 3;
            if(i < 11 && r_bcd[11:8] > 4)   r_bcd[11:8]     =   r_bcd[11:8]  + 3;
            if(i < 11 && r_bcd[15:12] > 4)  r_bcd[15:12]    =   r_bcd[15:12] + 3;
        end
    end
    assign o_bcd = r_bcd;
endmodule
module fanFndSelector (
    input           wire                        i_reset,
    input           wire                        i_functionalFan_enable,
    input           wire        [3 : 0]         i_fnd_sel,
    input           wire        [3 : 0]         i_state_timer,
    input           wire        [7 : 0]         i_fnd_spin_decoder,
    input           wire        [7 : 0]         i_fnd_timer,
    output          wire        [7 : 0]         o_fnd
);
    localparam [3 : 0]                          STATE_NO_SET      = 4'b0001;
    localparam [3 : 0]                          STATE_TIME_SET_1H = 4'b0010;
    localparam [3 : 0]                          STATE_TIME_SET_3H = 4'b0100;
    localparam [3 : 0]                          STATE_TIME_SET_5H = 4'b1000;
    localparam [7 : 0]                          SEG_OFF = 8'b1111_1111;
    localparam [7 : 0]                          SEG_MID = 8'b1111_1101;
    reg [7 : 0]                                 r_fnd;
    always @(*) begin
        if (i_reset) begin
            r_fnd = SEG_OFF;
        end
        else begin
            if (!i_functionalFan_enable) begin
                r_fnd = SEG_MID;
            end
            else begin
                if (i_state_timer == STATE_NO_SET) begin
                    if (i_fnd_sel == 4'b0111) begin
                        r_fnd = i_fnd_spin_decoder;
                    end
                    else begin
                        r_fnd = SEG_OFF;
                    end
                end
                else begin
                    if (i_fnd_sel == 4'b0111) begin
                        r_fnd = i_fnd_spin_decoder;
                    end
                    else begin
                        r_fnd = i_fnd_timer;
                    end
                end
            end
        end
    end
    assign o_fnd = r_fnd;
endmodule
==> run.sh <==
#!/bin/bash
# OpenROAD 26Q1-2900-gdf79404cd8, Yosys 0.63+post, stock flow scripts
make -C /OpenROAD-flow-scripts/flow DESIGN_CONFIG=/design/flow/config.mk WORK_HOME=/design/flow/orfs finish
==> config.mk <==
export PLATFORM = sky130hd
export DESIGN_NAME = bin2Dec
export DESIGN_NICKNAME = bin2Dec
export VERILOG_FILES = /design/flow/design.v
export SDC_FILE = /design/flow/constraint.sdc
export NUM_CORES = 4
export LEC_CHECK = 1
export CORE_AREA = 10 10 95 95
export DIE_AREA = 0 0 105 105
==> constraint.sdc <==
current_design bin2Dec

set clk_period 16.8
set clk_io_pct 0.2

create_clock -name clk0 -period $clk_period

set non_clock_inputs [all_inputs -no_clocks]
set_input_delay [expr $clk_period * $clk_io_pct] -clock clk0 $non_clock_inputs
set_output_delay [expr $clk_period * $clk_io_pct] -clock clk0 [all_outputs]
==> results.py <==
# Physical implementation metrics
metrics = {
    "routing": {
        "first_pass_iters": 4,
        "initialDrtViolationCount": 164,
        "avgRoutedWirePerCell_um": 13.4,
        "antenna_cells": 0,
        "drcViolationCount": 0,
        "vias": 2788,
        "ant_nets": 0,
        "wl_mm": 6.30,
        "via_per_inst": 5.94,
    },
    "die": {
        "die-area_mm2": 0.0110,
        "std_cell_rows": 30,
        "initCoreUtil_pct": 37.8,
        "coreArea_mm2": 0.00691,
        "die_width_um": 105,
        "ios": 28,
        "fp.dieH_um": 105,
    },
    "final_timing": {
        "fin_crit_sh_pct": 84.5,
        "fmax_ghz": 0.0704,
        "layout_setup_ws_ns": 2.60,
        "hold_violations": 0,
        "fin_tns_setup_ns": 0,
        "rsz0062_at_grt": "false",
        "final_max_slew_viol_count": 0,
        "worst_slew_pin_slew_ns": 0.805,
        "setup_violations": 0,
        "post-route-min-period_ns": 14.20,
        "slew_headroom_pct": 46.1,
    },
    "hold_path": {
        "hp-class": "in -> out",
    },
    "layout": {
        "clockBufferCount": 0,
        "ff_count": 0,
        "fillers": 714,
        "stdcell_count": 469,
        "comb_area_mm2": 0.00241,
        "syn_to_final_growth_pct": 10.6,
        "final-seq-area_um2": 0,
        "drive_gt1_share_pct": 14.2,
    },
    "synth": {
        "synthesis.area_mm2": 0.00261,
        "area_leaders": "ha_1, mux2i_1, nor2_1",
        "yosysTopAreaCell": "ha_1",
        "ys.warnings.count": 1,
        "synthDistinctLibCells": 96,
        "synth.most_common_cell": "nor2_1",
        "syn-instance-count": 364,
        "yosys.area.top_type_share_pct": 8.62,
        "ys_chip_area_mm2": 0.00261,
        "avgSynthCellArea_um2": 7.18,
        "common_cells": "nor2_1, inv_1, nand2_1, a21oi_1, nor3_1",
        "ys_cells": 364,
        "yosysSeqAreaShare_pct": 0,
    },
    "grt": {
        "grt_max_degree": 20,
        "antenna_found_initial": 0,
        "grt_first_pass_wirelength_mm": 10.9,
        "track_usage_pct": 10.8,
        "grt.overflow.total": 0,
        "first_global_vias": 2421,
    },
    "power": {
        "powerDensity_mw_per_mm2": 126,
        "leakage_uw": 0.00104,
        "irDropWorstVdd_v": 0.0000674,
    },
    "setup_path": {
        "worstSetupPathType": "in -> out",
        "path_max_fanout": 19,
        "crit_top_cell": "ha_1",
        "slowest_stage": "clkdlybuf4s50_1",
        "worst_ep_arrival_time_ns": 10.84,
        "endpoint_kind": "output port",
        "required_ns": 13.44,
        "max_stage_delay_ns": 0.61,
        "cp-start-kind": "input port",
    },
    "clock_tree": {
        "ctsResizeCount": 0,
        "holdBufCountCts": 0,
        "post-cts-setup-buffers": 0,
    },
    "run_status": {
        "status": "complete, no violations",
    },
    "flow_run": {
        "warnings": 40,
        "drv_cap": 0,
    },
    "placed_design": {
        "place_ws_ns": 2.61,
        "port_buffers": 25,
        "dp_hpwl_mm": 5.11,
        "gp_routability_congestion": 0.949,
        "placed_cells": 469,
    },
}
[worst max-delay path, delay by kind of cell]
family / cells / cell delay (ns)
simple gates: 5 / 0.72
buf+inv: 7 / 1.66
mux: 2 / 0.47
fa+ha+maj: 6 / 1.73
compound gates: 8 / 2.36
xor+xnor: 2 / 0.52
[cell families after synthesis]
| family | share of synthesized area (%) |
|---|---|
| other | 0.143 |
| XOR/XNOR | 4.26 |
| buffers and inverters | 7.61 |
| AND/OR/NAND/NOR | 28.0 |
| AND-OR/OR-AND | 43.6 |
| adder cells (fa/ha/maj) | 8.62 |
| multiplexers | 7.80 |
[cell usage in the layout, fill, tap and decap left out, types with 4 or more instances in the layout]
master / instances
nor2_1: 34
clkdlybuf4s50_1: 25
o21a_1: 8
or3_1: 4
nor4_1: 4
nand2_1: 21
xnor2_1: 8
inv_1: 21
o211ai_1: 7
nand2b_1: 6
a211oi_1: 8
nor3_1: 19
o21ai_2: 4
o21ai_1: 4
o21ai_0: 12
ha_1: 18
mux2i_1: 13
and2_1: 5
nand3_1: 12
a21o_1: 4
and3_1: 4
a21oi_1: 19
a31oi_1: 9
[layout make-up]
class                           count  area share [%]
Inverter                           22            2.86
Multi-Input combinational cell    323            83.5
Tap cell                           96            4.16
Timing Repair Buffer               28            9.44
[power by group]
| part | internal (µW) | total, µW | switching, µW |
|---|---|---|---|
| registers | 0 | 0 | 0 |
| clock network | 0 | 0 | 0 |
| logic | 193 | 365 | 172 |
| total | 193 | 365 | 172 |
[worst paths after layout]
path,from,to,slack (ns),cells past startpoint
worst min-delay path,i_bin[0],o_bcd[0],6.72,0
worst max-delay path,i_bin[9],o_bcd[6],2.60,30
[stage by stage]
stage / util, % / hold WS (ns) / area [µm²] / power (µW)
finish: 41.8 / 6.72 / 2890 / 365
global route: 41.8 / 6.72 / 2890 / 409
CTS: 41.8 / 6.72 / 2890 / 370
detailed placement: 41.8 / 6.72 / 2890 / 369
global placement: 41.8 / 6.72 / 2890 / 367
floorplan: - / 6.75 / 2610 / 249
[layer usage]
layer	wire length, µm	GRT usage, %
met5	0	0
met3	259	0.373
met4	57	1.18
met1	3120	15.6
met2	2860	17.8
No activity file was given, so power comes from the tool's default toggle rates.
